==> design.v <==
module clock(input clk, output clk_2hz, output clk_1hz, output clk_fst, output clk_4hz);
  reg [27:0] counter1;
  reg [26:0] counter2;  
  reg [26:0] counter4;
  reg [26:0] counterfst;
initial begin
	counter1 = 0;
	counter2 = 0;
	counter4 = 0;
	counterfst = 0;
end
assign clk_1hz = (counter1 == 000000000)? 1'b1 : 1'b0;
assign clk_2hz = (counter2 == 00000000)? 1'b1 : 1'b0;
assign clk_fst = (counterfst >= 125000)? 1'b0 : 1'b1;
assign clk_4hz = (counter4 >= 12500000)? 1'b0 : 1'b1;
  always @(posedge clk)
    begin
      counter1 <= (counter1 + 1) % 100000000;  
	  counter2 <= (counter2 + 1) % 50000000;
	  counter4 <= (counter4 + 1) % 50000000;
	  counterfst <= (counterfst + 1) % 250000;
    end
endmodule  
module count_digit(
	input clk,
	input incr,
	input [3:0] max_val,
	input select,
	input reset,
	input pause,
	input adjust,
	output reg [3:0] value,
	output reg incr_next);
	initial begin 
		value = 0;
		incr_next = 0;
	end
	always@(posedge clk)
	begin
		if (reset)
			value <= 0;
		else if (incr) begin
			if (value == max_val)
				incr_next <= 1;
			else
				incr_next <= 0;
			value <= (value + 1) % (max_val + 1);
		end
		else
			incr_next <= 0;
	end		
endmodule
module counter(
	clk, clk_1hz, clk_2hz, clk_fst, clk_4hz,
	pause_d, rst_d, select, adj, disNum, select_digit, 
	counter_sec);
   input clk;
   input clk_1hz;
   input clk_2hz;
   input clk_fst;
   input clk_4hz;
   input pause_d;
   input rst_d;
   input select;
   input adj;
   output reg [3:0] select_digit;
   output reg [6:0] disNum;
   wire [3:0] 	counterm10;
   wire [3:0] 	counterm1;
   wire [3:0] 	counters10;
   wire [3:0] 	counters1;
   wire s1_incr;
   wire s10_incr;
   wire m1_incr;
   wire m1_interm;
   wire m10_incr;
   wire m10_of;
   output reg [5:0]   counter_sec;
   reg [5:0]   counter_min;
   reg          freeze;
   reg [1:0]	digit;
   function [6:0] numToLED;
      input [3:0] num;
      begin
	 case(num)
	   4'd0: numToLED = 7'h3F;  
	   4'd1: numToLED = 7'h06;  
	   4'd2: numToLED = 7'h5B;  
	   4'd3: numToLED = 7'h4F;  
	   4'd4: numToLED = 7'h66;  
	   4'd5: numToLED = 7'h6D;  
	   4'd6: numToLED = 7'h7D;  
	   4'd7: numToLED = 7'h07;  
	   4'd8: numToLED = 7'h7F;  
	   4'd9: numToLED = 7'h6F;  
	 endcase  
      end
   endfunction  
  initial begin
	freeze = 0;
	digit = 2'b00;
	counter_sec = 0;
	counter_min = 0;
	select_digit = 4'b1110;
  end
	assign s1_incr = (adj & select)? clk_2hz : clk_1hz & ~freeze;
	count_digit s1(
		.clk(clk),
		.incr(s1_incr),
		.max_val(4'b1001),
		.select(select),
		.reset(rst_d),
		.pause(pause_d),
		.adjust(adj),
		.value(counters1),
		.incr_next(s10_incr)
	);
	count_digit s10(
		.clk(clk),
		.incr(s10_incr),
		.max_val(4'b0101),
		.select(select),
		.reset(rst_d),
		.pause(pause_d),
		.adjust(adj),
		.value(counters10),
		.incr_next(m1_incr)
	);
	assign m1_interm = (adj & ~select)? clk_2hz : m1_incr;
	count_digit m1(
		.clk(clk),
		.incr(m1_interm),
		.max_val(4'b1001),
		.select(select),
		.reset(rst_d),
		.pause(pause_d),
		.adjust(adj),
		.value(counterm1),
		.incr_next(m10_incr)
	);
	count_digit m10(
		.clk(clk),
		.incr(m10_incr),
		.max_val(4'b0101),
		.select(select),
		.reset(rst_d),
		.pause(pause_d),
		.adjust(adj),
		.value(counterm10),
		.incr_next(m10_of)
	);
	always@(posedge clk)
	begin
		if (adj || 
			pause_d || 
			(counterm10 == 5 && counterm1 == 9 && counters10 == 5 && counters1 == 9))
			freeze <= 1;
		else if (rst_d)
			freeze <= 0;
		else if (~pause_d)
			freeze <= 0;
	end
	always@(posedge clk_fst)  
	begin
		case(select_digit)
		4'b0111:
		begin
			if (adj && select && clk_4hz)
				disNum <= 7'b1111111;
			else
				disNum <= ~numToLED(counters1);  
			select_digit <= 4'b1110;
		end
		4'b1110:
		begin
			if (adj && select && clk_4hz)
				disNum <= 7'b1111111;
			else
				disNum <= ~numToLED(counters10);  
			select_digit <= 4'b1101;
		end
		4'b1101:
		begin
			if (adj && ~select && clk_4hz)
				disNum <= 7'b1111111;
			else
				disNum <= ~numToLED(counterm1);  
			select_digit <= 4'b1011;
		end
		4'b1011:
		begin
			if (adj && ~select && clk_4hz)
				disNum <= 7'b1111111;
			else
				disNum <= ~numToLED(counterm10);  
			select_digit <= 4'b0111;
		end
		endcase
	end
endmodule  
`timescale 1ns / 1ps
module top_module(
    input pause,
    input reset,
    input select,
    input adjust,
    input clk,
	output [6:0] disNum,
	output [3:0] select_digit,
	output [5:0] counter_sec,
	output clk_1hz
    );
wire clk_2hz;
wire clk_4hz;
wire clk_fst;
clock clock(
	.clk(clk), 
	.clk_1hz(clk_1hz), 
	.clk_2hz(clk_2hz), 
	.clk_4hz(clk_4hz),
	.clk_fst(clk_fst)
	);
counter counter(
	.clk(clk), 
	.clk_1hz(clk_1hz), 
	.clk_2hz(clk_2hz), 
	.clk_fst(clk_fst),
	.clk_4hz(clk_4hz),
	.pause_d(pause), 
	.rst_d(reset), 
	.select(select), 
	.adj(adjust), 
	.disNum(disNum), 
	.select_digit(select_digit),
	.counter_sec(counter_sec));
endmodule
==> run.sh <==
#!/bin/bash
# OpenROAD 26Q1-2900-gdf79404cd8, Yosys 0.63+post, stock flow scripts
make -C /OpenROAD-flow-scripts/flow DESIGN_CONFIG=/design/flow/config.mk WORK_HOME=/design/flow/orfs finish
==> config.mk <==
export PLATFORM = sky130hd
export DESIGN_NAME = top_module
export DESIGN_NICKNAME = top_module
export VERILOG_FILES = /design/flow/design.v
export SDC_FILE = /design/flow/constraint.sdc
export NUM_CORES = 4
export LEC_CHECK = 1
export CORE_UTILIZATION = 40
==> constraint.sdc <==
current_design top_module

set clk_period 19.5
set clk_io_pct 0.2

create_clock -name clk0 -period $clk_period [get_ports {clk}]

set non_clock_inputs [all_inputs -no_clocks]
set_input_delay [expr $clk_period * $clk_io_pct] -clock clk0 $non_clock_inputs
set_output_delay [expr $clk_period * $clk_io_pct] -clock clk0 [all_outputs]
==> out/summary.txt <==
Hold Path Class - flip-flop to flip-flop
M3 GR Usage - 0.0235
Synth flops - 140
WP data arrival - 14.04 ns
met2 GRT Util - 0.322
Resize count post-CTS - 0
DR WL/cell - 15.1 um
CP top delay family - AND-OR/OR-AND gates
fill count - 3790
critical path endpoint - clock.counterfst[17]$_DFF_P_
Adder Share, Synth - 0.0318
Critical-path top delay cell - o311ai_1
Synth warnings - 31
EDFF count, synth - 14
YS chip area - 15400 um^2
Worst setup EP type - flip-flop
FF-to-FF path depth - 39
vias in the first global route - 13.4k
first-pass GRT wire length - 66500 um
number of DRC markers in iteration 0 - 1034
post-synthesis xor/xnor area fraction - 0.142
Synth Area in Compound Gates - 0.263
Chip Width - 198 um
area leader, netlist - dfxtp_1
largest net degree at the start of global routing - 20
Commonest cells post-synth - 250 x nor2_1, 192 x nand2_1, 152 x xnor2_1
DR pass1 iterations - 6
# setup viols final - 0
syn_area_per_cell - 7.38 um^2
initial antenna violation count - 0
Worst path depth - 39
Worst R2R Start - clock.counterfst[4]$_DFF_P_
Mux area share - 0.0278
comb area leader - simple AND/OR/NAND/NOR gates
Routed Antenna Nets - 0
Slew headroom - 0.390
diode count - 0
Fmax - 72.8 MHz
Starting Density - 0.408
R2R setup slack - 5.77 ns
endpoints left unconstrained - 33
top cells, area - dfxtp_1 16%, xnor2_1 8.6%, nor2_1 6.1%
Yosys Instances - 2092
Max FO, Critical Path - 15
max-slew violations - 0
GRT met1 Usage - 0.312
ys async rst share - 0
CORE AREA - 37800 um^2
Die H - 198 um
Main synth FF type - dfxtp_1
crit path from - clock.counterfst[4]$_DFF_P_
final WL - 39300 um
Post-CTS Setup Inserts - 0
register pins left without a clock - 11
Bufs and invs on worst path - 1
IO buf count - 16
Cell variety after synth - 121
setup tns final - 0 ns
status - finished clean
Die ar. - 39400 um^2
Max-Cap Viols - 0
insertion delay to the later sink of the worst-skew pair - 0.43 ns
GRT Total Usage - 0.206
Worst path max stage delay - 0.71 ns
register area share after synthesis - 0.191
Area growth syn-to-layout - 7.65%
Num CTS Buffers - 17
cell area after synthesis - 15400 um^2
Setup CP Type - flip-flop to flip-flop
routed vias/inst - 5.79
Layout Skew - 0.0114 ns
RSZ-0062 raised after global routing - no
Largest type area fraction - 0.163
sequential cell area - 2940 um^2
hold buffer count at cts - 0
DRC - 0
gr busiest metal - met2
crit-path most repeated cell - mux2i_1
Basic Gates by Area - 0.304
Fin. Hold Viols - 0
Vias - 15.0k
post-layout min period - 13.73 ns
Cell Rows - 71
OpenROAD warnings - 48
global route overflow - 0
most frequent cell after synthesis - nor2_1
GP Congestion - 0.956
Post-Synthesis Cells - 2092
Worst Max-Slew Pin Slew - 0.907 ns
reg2reg end - clock.counterfst[17]$_DFF_P_
clk slew on worst S/H paths - 0.06 ns
Required @ worst endpoint - 19.81 ns
Setup crit start kind - flip-flop
Multi-input gate area - 11900 um^2
clock buffer depth - 2
layout cell share with drive strength beyond 1 - 0.0743
CTS root buffer - clkbuf_16
utilization after layout - 0.439
Boundary Pins - 23
CTS tree - yes
placed wire-length estimate - 30600 um
H-tree Lvls - 4
period utilization - 0.704
==> registers in the layout (all words and copies together), names as in the netlist <==
| register | flops |
|---|---|
| counter.s1.incr_next | 1 |
| counter.s10.value | 4 |
| counter.freeze | 1 |
| clock.counterfst | 27 |
| counter.s1.value | 4 |
| counter.s10.incr_next | 1 |
| clock.counter4 | 27 |
| counter.disNum | 7 |
| counter.m1.value | 4 |
| counter.m10.value | 4 |
| clock.counter2 | 27 |
| counter.m1.incr_next | 1 |
| counter.select_digit | 4 |
| clock.counter1 | 28 |
==> metrics by stage <==
| step | setup WS, ns | instance area [um^2] | cells | hold slack [ns] |
|---|---|---|---|---|
| after global placement | 6.44 | 16000 | 2567 | 0.410 |
| final | 5.77 | 16600 | 2598 | 0.426 |
| after CTS | 5.95 | 16600 | 2598 | 0.423 |
| after detailed placement | 5.99 | 16000 | 2567 | 0.410 |
| after floorplan | 8.12 | 15500 | 2109 | 0.391 |
| after global routing | 4.64 | 16600 | 2598 | 0.442 |
==> layer usage <==
layer,share of wire,vias up
met5,0,-
met3,0.043,41
li1,-,7685
met1,0.49,6925
met2,0.45,391
met4,0.015,0
==> worst reg2reg max path: cells and delay by family (launching register included) <==
family	cells	cell delay (ns)
mux	5	2.22
simple gates	13	4.24
buf+inv	1	0.18
xor+xnor	2	0.34
flops	1	0.55
compound gates	18	6.07
==> layout make-up <==
class,instances,area share
clock buffers,24,0.0309
clock inverters,7,0.00572
inverters,67,0.0151
multi-input cells,1821,0.718
flip-flops and latches,140,0.177
well taps,511,0.0385
repair buffers,28,0.0151
==> how the worst min path moves through the flow <==
stage / to / slack (ns) / from / depth (start not counted)
4_1_cts: clock.counter2[0]$_DFF_P_ / 0.42 / clock.counter2[0]$_DFF_P_ / 1
5_1_grt: clock.counter4[0]$_DFF_P_ / 0.44 / clock.counter4[0]$_DFF_P_ / 1
6_report: clock.counter4[0]$_DFF_P_ / 0.43 / clock.counter4[0]$_DFF_P_ / 1
==> cells by family after synthesis <==
logic type	count (synthesis)
other	1
flip-flops	140
AND/OR/NAND/NOR	914
AND-OR/OR-AND	560
XOR/XNOR	248
multiplexers	41
adder cells (fa/ha/maj)	40
buffers and inverters	148
==> cells in the final DEF (no fill, tap or decap), drive strengths merged, types with 41 or more instances in the layout <==
| cell type | n |
|---|---|
| a21oi | 129 |
| dfxtp | 126 |
| inv | 68 |
| nand2 | 193 |
| nand3 | 94 |
| nand4 | 41 |
| nor2 | 252 |
| nor3 | 82 |
| o21ai | 106 |
| xnor2 | 154 |
| xor2 | 94 |
